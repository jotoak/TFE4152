==> flow/design.v <==
`timescale 1 ns / 1 ps
module Time_counter (Start,Initial,Reset,Clk,TF);
	input wire Start;
	input reg [4:0] Initial;
	input wire Reset;
	input wire Clk;
	output logic TF;
	reg[4:0] count_reg;
	initial count_reg=0;
	typedef enum logic[1:0]{Base,Count}statetype;
	statetype state, nextstate;
	always@(posedge Clk) begin
		if(Reset) state=Base;
		else state=nextstate;
		case(state)
			Base:begin
				TF=0;
				if(Start)nextstate=Count;
				else nextstate=Base;
			end
		Count:begin
			if(count_reg==Initial-1)begin
				TF=1;
				nextstate=Base;
			end
			else count_reg=count_reg+1;
		 end
	endcase 	
	end
endmodule
`timescale 1 ns / 1 ps
module ctrl_expose (Exp_decrease,Exp_increase,Clk,Reset,EX_time);
	output reg [4:0] EX_time;
	input wire Exp_decrease;
	input wire Exp_increase;
	input wire Clk;
	input wire Reset;
	always_ff @(posedge Clk)begin
		if(Reset)
			EX_time<=2;
		else if(Exp_decrease) begin
			if(EX_time>2) 
				EX_time<=(EX_time-1);
		end
		else if(Exp_increase) begin
			if(EX_time<30) 
				EX_time<=(EX_time+1);
		end
	end
endmodule
`timescale 1 ns / 1 ps
module fsm (Init,Clk,Reset,NRE_R1,NRE_R2,ADC,Expose,Erase,Done,Start,TF);
	input wire Init;
	input wire Clk;
	input wire Reset;
	output logic NRE_R1;
	output logic NRE_R2;
	output logic ADC;
	output logic Expose;
	output reg Erase;
	input wire Done;
	output logic Start;
	input wire TF;
	reg[3:0]count_reg;
	reg started;
	initial begin
		count_reg=0;
		started=0;
	end
	typedef enum logic[2:0]{Ventende,Eksponering,Avlesning} statetype;
	statetype state, nextstate;
	always@(posedge Clk) begin
		if(Reset)state=Ventende;
		else state=nextstate;
		case(state)
			Ventende:begin
				Expose=0;
				NRE_R1=1;
				NRE_R2=1;
				ADC=0;
				Start=0;
				Erase=1;
				started=0;
				if(Init) 
					nextstate=Eksponering;
				else 
					nextstate=Ventende;
			end
			Eksponering:begin
				if(!started)begin
					Start=1;
					Expose=1;
					Erase=0;
					started=1;
				end
				else Start=0;
				if(TF)begin
					nextstate=Avlesning;
					Expose=0;
				end
				else 
					nextstate=Eksponering;
				end
			Avlesning:begin
				case(count_reg)
					1:NRE_R1=0;
					2:ADC=1;
					3:ADC=0;
					4:NRE_R1=1;
					5:NRE_R2=0;
					6:ADC=1;
					7:ADC=0;
					8:begin
						NRE_R2=1;
						nextstate=Ventende;
					end
				endcase
				count_reg=count_reg+1;
			end
	endcase
end
endmodule
`timescale 1 ns / 1 ps
module fsm_total (Init,Clk,Reset,Exp_decrease,Exp_increase,NRE_R1,NRE_R2,ADC,Expose,Erase);
	input Init;
	input Clk;
	input Reset;
	input Exp_decrease;
	input Exp_increase;
	output NRE_R1;
	output NRE_R2;
	output ADC;
	output Expose;
	output Erase;
	wire[0:4] EX_time;
	logic Start;
	logic TF;
	Time_counter timereg(Start,EX_time,Reset,Clk,TF);
	ctrl_expose counte(Exp_decrease,Exp_increase,Clk,Reset,EX_time);
	fsm fm(Init,Clk,Reset,NRE_R1,NRE_R2,ADC,Expose,Erase,Done,Start,TF);
endmodule
==> flow/run.sh <==
#!/bin/bash
# OpenROAD 26Q1-2900-gdf79404cd8, Yosys 0.63+post, stock flow scripts
make -C /OpenROAD-flow-scripts/flow DESIGN_CONFIG=/design/flow/config.mk WORK_HOME=/design/flow/orfs finish
==> flow/config.mk <==
export PLATFORM = sky130hd
export DESIGN_NAME = fsm_total
export DESIGN_NICKNAME = fsm_total
export VERILOG_FILES = /design/flow/design.v
export SDC_FILE = /design/flow/constraint.sdc
export NUM_CORES = 4
export LEC_CHECK = 1
export CORE_UTILIZATION = 30
==> flow/constraint.sdc <==
current_design fsm_total

set clk_period 2.8
set clk_io_pct 0.2

create_clock -name clk0 -period $clk_period [get_ports {Clk}]

set non_clock_inputs [all_inputs -no_clocks]
set_input_delay [expr $clk_period * $clk_io_pct] -clock clk0 $non_clock_inputs
set_output_delay [expr $clk_period * $clk_io_pct] -clock clk0 [all_outputs]
==> reports/results.ini <==
[outcome]
status = complete, no violations

[clock_tree]
clkSinkCount = 25
numCtsBuffers = 3
clk_path_buf_depth = 2
ctsHoldBuffers = 0
root_buffer = clkbuf_8
cts_tree = yes
post_cts_buffers = 0
clk-insertion-delay-late_ps = 260
postCtsResizedCells = 0
cts_max_level = 1
clk_pin_slew_ps = 80

[run]
warnings = 32
drv_cap = 0

[yosys]
edf_count = 20
synth-warning-count = 4
ys_cells = 133
ys_types = 45
syn_inst = 133
yosysTopAreaCell = edfxtp_1
async_reset_ff_share_pct = 0
flop_cell = edfxtp_1
syn_area_um2 = 1468
top_area_share_pct = 40.92
yosysChipArea_um2 = 1468
synth_seq_share_pct = 47.74
syn_area_per_cell_um2 = 11.04
area_leaders = edfxtp_1 41%, ha_1 9.4%, dfxtp_1 6.8%
ys_seq_elements = 25

[placed_design]
hpwl_um = 1756
io_buffers = 9
place.gp.congestion = 0.8092

[global_route]
grt-ovfl-total = 0
antenna_found_initial = 0
grt_pass1_wl_um = 4077
grt_pass1_vias = 912
grt_max_degree = 14
grt_usage_pct = 10.23

[floorplan]
num_rows = 25
fp.dieH_um = 71.95
core_area_um2 = 4723
fp_util_pct = 31.07
io_pins = 10
die_w_um = 71.95
die_area_um2 = 5176

[route]
via_per_inst = 4.617
routed-via-count = 965
routed_wl_um = 2342
drtIter0Drc = 33
drc = 0
firstDrtPassIters = 4
antenna-diode-count = 0
drtAntennaViolNets = 0
wire_per_inst_um = 11.21

[timing]
maxSlewHeadroom_pct = 71.75
max_slew.worst_pin.slew_ps = 423.7
finalCriticalPeriod_ps = 2286
grt_setup_unrepaired = false
final.period_utilization_pct = 81.64
setup_viol = 0
hold_viol = 0
fin_skew_ps = 1.201
max_freq_mhz = 437.4
maxSlewViolCount = 0
final.setup.tns_ps = 0

[critical_path]
start_kind = primary input
cp.arrival_ps = 2320
critPathCaptureType = register
cp_max_fo = 4
path_class = in2reg
required_ps = 2830

[worst_hold_path]
hold_path.class = reg2reg

[power]
p_leak_uw = 0.0006248
powerDensity_nw_per_um2 = 818.7
peakVddDrop_v = 0.0004576

[cells_and_area]
fill_cells = 455
area_delta_synth_final_pct = 13.04
drive_gt1_share_pct = 8.451
utilization_pct = 35.13

==> per-layer routing <==
metal / vias up / global-route usage, % / share of wire, %
met2: 15 / 17.09 / 49
met4: 0 / 0.4357 / 0.26
met1: 456 / 14.06 / 47
met5: - / 0 / 0
met3: 2 / 3.662 / 4.3
li1: 492 / - / -
==> final cells by class <==
| cell class | instances | area, µm² | share of cell area [%] |
|---|---|---|---|
| Inverter | 9 | 33.78 | 2.036 |
| Clock buffer | 4 | 45.04 | 2.715 |
| Tap cell | 67 | 83.83 | 5.053 |
| Sequential cell | 25 | 700.7 | 42.23 |
| Multi-Input combinational cell | 94 | 698.2 | 42.08 |
| Timing Repair Buffer | 10 | 97.59 | 5.882 |
==> kinds of logic (layout without fill, tap and decap cells) <==
| family | count (synthesis) | count (layout) | synth area share [%] |
|---|---|---|---|
| mux | 2 | 2 | 1.534 |
| buf+inv | 14 | 23 | 4.688 |
| compound gates | 25 | 25 | 12.45 |
| xor+xnor | 10 | 10 | 5.967 |
| flops | 25 | 25 | 47.74 |
| fa+ha+maj | 11 | 11 | 9.378 |
| simple gates | 46 | 46 | 18.24 |
==> synthesized netlist by cell type, types with 2 or more instances <==
| cell | count |
|---|---|
| xor2_1 | 6 |
| a31oi_1 | 2 |
| nand2b_1 | 3 |
| xnor2_1 | 4 |
| nand2_1 | 7 |
| inv_1 | 9 |
| a21boi_0 | 2 |
| nor2b_1 | 6 |
| ha_1 | 11 |
| mux2_2 | 2 |
| buf_6 | 2 |
| or2_2 | 2 |
| a32o_1 | 2 |
| nand4_1 | 2 |
| clkbuf_1 | 2 |
| and2_1 | 2 |
| or4_1 | 2 |
| dfxtp_1 | 5 |
| nor2_1 | 10 |
| nand3_1 | 3 |
| o21ai_0 | 2 |
| edfxtp_1 | 20 |
| a21oi_1 | 5 |
==> layout by cell type, fill, tap and decap left out, types with 2 or more instances in the layout <==
cell type        Yosys  final
nand2_1              7      7
o21ai_0              2      2
and2_1               2      2
clkdlybuf4s50_1      0      9
inv_1                9      9
xor2_1               6      6
clkbuf_8             0      3
nand4_1              2      2
nand2b_1             3      3
ha_1                11     11
or2_2                2      2
nor2b_1              6      6
dfxtp_1              5      5
nor2_1              10     10
a31oi_1              2      2
or4_1                2      2
mux2_2               2      2
a21boi_0             2      2
nand3_1              3      3
edfxtp_1            20     20
a32o_1               2      2
xnor2_1              4      4
a21oi_1              5      5
==> path summary, 6_finish.rpt <==
path	slack [ps]	depth (start not counted)	from	endpoint
setup / recovery	510	7	Reset	fm.Expose
hold / removal	550	1	fm.Start	timereg.nextstate[0]
setup reg to reg	740	6	counte.EX_time[0]	timereg.TF
hold reg to reg	550	1	fm.Start	timereg.nextstate[0]
==> metrics by stage <==
stage / std cells / total power, µW / hold WS, ps / worst slack [ps] / area (µm²)
2_1_floorplan: 133 / 1022 / 494.7 / 650.6 / 1468
4_1_cts: 209 / 1378 / 551.4 / 497.3 / 1659
3_5_place_dp: 205 / 1160 / 532.0 / 205.7 / 1614
6_report: 209 / 1358 / 552.6 / 514.0 / 1659
3_3_place_gp: 205 / 1149 / 533.2 / 296.9 / 1614
5_1_grt: 209 / 1467 / 569.8 / 390.4 / 1659
==> report_power, final <==
part | internal (µW) | switching, µW
clock | 101 | 105
combinational | 243 | 231
sequential | 577 | 101
==> worst max-delay path, stage by stage <==
cell             delay, ps
clkdlybuf4s50_1        460
nor2b_1                220
inv_1                   90
ha_1                   220
or2_2                  320
a21boi_0               160
or2_2                  290
Power is estimated from default activity; no workload was simulated.
